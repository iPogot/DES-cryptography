**/design/flow/run.sh**
```bash
#!/bin/bash
# OpenROAD 26Q1-2900-gdf79404cd8, Yosys 0.63+post, stock flow scripts
make -C /OpenROAD-flow-scripts/flow DESIGN_CONFIG=/design/flow/config.mk WORK_HOME=/design/flow/orfs finish
```
**/design/flow/config.mk**
```make
export PLATFORM = sky130hd
export DESIGN_NAME = feistel_cycles
export DESIGN_NICKNAME = feistel_cycles
export VERILOG_FILES = /design/flow/design.v
export SDC_FILE = /design/flow/constraint.sdc
export NUM_CORES = 4
export LEC_CHECK = 1
export CORE_AREA = 10 10 116 116
export DIE_AREA = 0 0 126 126
```
**/design/flow/constraint.sdc**
```tcl
current_design feistel_cycles

set clk_period 1.0
set clk_io_pct 0.2

create_clock -name clk0 -period $clk_period [get_ports {clk}]

set non_clock_inputs [all_inputs -no_clocks]
set_input_delay [expr $clk_period * $clk_io_pct] -clock clk0 $non_clock_inputs
set_output_delay [expr $clk_period * $clk_io_pct] -clock clk0 [all_outputs]
```
**/design/flow/design.v**
```verilog
module feistel_cycles #(parameter CIPHER_WIDTH = 64,
                        parameter FEISTEL_WIDTH = 32
)
(
    input wire clk,
    input wire rst,
    input wire [CIPHER_WIDTH - 1 : 0] in_data,
    input wire [FEISTEL_WIDTH - 1 : 0] feistel_res,
    output wire [FEISTEL_WIDTH - 1 : 0] r_feist_data,
	output wire [CIPHER_WIDTH - 1 : 0] transp_data
);
    reg [4 : 0] cycle_counter;
    reg [31 : 0] left_bits;
    reg [31 : 0] right_bits;
    always@(posedge clk)
    begin 
        if(rst)
        begin
            cycle_counter <= 0;
        end
        else if (cycle_counter == 15)
        begin
            cycle_counter <=  0;
        end
        else
        begin
            cycle_counter <= cycle_counter + 1;
        end
    end
    always@(posedge clk)
    begin
        if(rst)
        begin
            left_bits <= 0;
        end
        else
        begin
            if(cycle_counter == 0)
            begin 
                left_bits <= in_data[CIPHER_WIDTH - 1 : 32];
            end
            else 
            begin
                left_bits <= right_bits;   
            end
        end
    end
    always@(posedge clk)
    begin
        if(rst)
        begin
            right_bits <= 0;
        end
        else
        begin
            if(cycle == 0)
            begin
                right_bits <= in_data[31 : 0];
            end
            else
            begin
                right_bits <= left_bits ^ feistel_res;
            end
        end
    end
    always@(posedge clk)
    begin
        if(cycle != 15)
        begin
            r_feist_data <= right_bits;
        end
    end
endmodule   
```
==> run summary <==
yosys + openroad results -> status=complete, no violations, Combinational Area=440 sq um, Final Critical Period=933 ps, DIE AREA=15,900 sq um, WL final=4300 um, leakage=1.26 nW, Final ANT Viol Nets=0, critical path's largest stage delay=300 ps, met2 WL post-DR=2150 um, Gate Count Post-Synth=164, placed instance area=2570 sq um, Dominant comb cell=buffers and inverters, Area Growth Syn to Fin=37.6%, R2R cell count=0, first-pass GRT wire length=6340 um, Final Slew Violations=0, Simple Share, Synth=0.101, Worst Clk Skew=4.95 ps, Flop pwr share=0.434, PwrDens=2290 nW/um^2, Hold Path Class=register to register, Synth area leaders=dfxtp_1, buf_4, nor2b_1, Fin. Hold Viols=0, Clock Tree Root=clkbuf_16, R2R Setup Slk=590 ps, antenna violations before repair=0, drt pass-1 iters=2, GR Overflow Total=0, met1 WL=1680 um, internal power=5.07 mW, routability cong.=0.741, Top Metal Used=met4, distinct lib cells=4, Log Warnings=89, Syn Area/Cell=12.1 sq um, yosys stat chip area=1990 sq um, hpwl dp=3440 um, R2R Path Start=right_bits[2], Design Area, Final=2740 sq um, maximum buffer depth of the clock tree=2, num ports=194, Worst EP arrival=730 ps, largest net degree at the start of global routing=14, slowest CP cell=dfxtp_1, GR Util All Layers=0.0493, Gate power share=0.044, RSZ-0062 raised after global routing=no, Adder Share, Synth=0, CTS H-Tree Depth=3, clock sink count=64, Hold EP=r_feist_data[10], yosys aoi share=0, Buffers on Ports=65, vias=1,068, FP Rows=38, Clk pin slew, worst setup/hold paths=60 ps, post-DR wirelength/cell=11.2 um, Core Region=10,900 sq um, post-synth top area share=0.644, Yosys warning count=68, FP Util=0.182, crit path max fanout=1, vias per inst=2.78, ys cells=164, drt initial violations=71, min-delay src=right_bits[10], register area=1280 sq um, sw power=1.19 mW, final core utilization=0.250, Mapped Area=1990 sq um, Synth area leader=dfxtp_1, CP Capture Type=primary output, Post-Synth XOR/XNOR Area=0, maximum VDD drop=1010 uV, Remaining DRCs=0, f_max=1070 MHz, Post CTS Setup Buffer Count=0, Worst Path Required=800 ps, fraction of layout cells with a size suffix above 1=0.213, Synth flops=64, Die Y=126 um, worst r2r dst=r_feist_data[2], kind of cell adding the most delay to the critical path=flip-flops, CP startpoint kind=register, Sw Ratio=0.189, final period utilization=0.933, Synth Seq Share=0.644, clock share of power=0.522, MUX share of area=0, vias in the first global route=1,169, Clk Latency, worst-skew pair=320 ps, Final setup viols=0, final antenna diode count=0, max-capacitance violation count=0, Hold Path Depth=0, fillcell total=1,138, Worst Path Buf+Inv=1, met3 wire length=370 um, WS Path Type=register to primary output, chip width=126 um, CTS buffer count=9, cell-by-cell trace of the critical path=buf_2, CTS tree=yes
cell usage in the layout, fill, tap and decap left out:
master           instances
buf_2                   29
buf_4                    3
bufinv_16                2
clkbuf_1                 1
clkbuf_16                9
clkbuf_2                 3
clkdlybuf4s50_1         33
clkinv_4                 3
clkinvlp_4               1
conb_1                  64
dfxtp_1                 62
dfxtp_2                  2
nor2b_1                 32
routing by layer:
| metal | global-route usage | up-vias |
|---|---|---|
| met2 | 0.0834 | 71 |
| li1 | - | 517 |
| met5 | 0 | - |
| met4 | 0.0134 | 0 |
| met1 | 0.0560 | 472 |
| met3 | 0.0208 | 8 |
stage by stage:
| step | hold WS [ps] | power, mW | TNS [ps] | setup slack, ps | cells |
|---|---|---|---|---|---|
| 2_1_floorplan | 272 | 2.99 | 0 | 509 | 227 |
| 3_3_place_gp | 310 | 3.12 | -3310 | -132 | 368 |
| 3_5_place_dp | 312 | 3.12 | -3320 | -136 | 368 |
| 4_1_cts | 319 | 6.38 | 0 | 0.491 | 384 |
| 5_1_grt | 327 | 6.53 | 0 | 13.9 | 384 |
| 6_report | 319 | 6.26 | 0 | 66.6 | 384 |
kinds of logic after synthesis:
| family | count (synthesis) |
|---|---|
| flip-flops | 64 |
| AND/OR/NAND/NOR | 32 |
| buffers and inverters | 67 |
| other | 1 |
what timing repair did:
item / CTS / global route
hold buffers: 0 / 0
resized: 100 / 3
setup endpoints to repair: 32 / 3
synthesized netlist by cell type, drive strengths merged:
library cell,n
conb,1
dfxtp,64
nor2b,32
buf,67
cell type report:
class	count	share of cell area
Clock inverter	6	0.0343
Timing Repair Buffer	68	0.188
Tap cell	140	0.0640
Sequential cell	64	0.469
Multi-Input combinational cell	96	0.161
Clock buffer	10	0.0837
power groups by stage:
| stage | Clock, mW | Sequential, mW | Combinational, mW |
|---|---|---|---|
| after CTS | 3.37 | 2.72 | 0.295 |
| after global routing | 3.49 | 2.73 | 0.315 |
| final | 3.27 | 2.72 | 0.274 |
state kept, by name (all words and copies together), names as in the netlist:
register and flops:
r_feist_data 32, right_bits 32
worst max-delay path by stage:
stage	startpoint	end	slack (ps)	cells after the start
5_1_grt	r_feist_data[5]	r_feist_data[5]	10	1
4_1_cts	r_feist_data[28]	r_feist_data[28]	0.5	1
6_report	r_feist_data[4]	r_feist_data[4]	70	1
Power figures rest on the tool's default switching activity, not on a simulated workload.
